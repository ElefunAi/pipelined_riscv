==> design.v <==
module ALU (
    input wire [4:0] alu_fn,
    input wire [2:0] wb_sel,
    input wire [31:0] rs1_data,
    input wire [31:0] rs2_data,
    output wire br_flag,
    output wire jump_flag,
    output wire [31:0] out
);
    wire [31:0] add_out;
    assign add_out = rs1_data+rs2_data;
    wire [31:0] sub_out;
    assign sub_out = rs1_data-rs2_data;
    wire [31:0] and_out;
    assign and_out = rs1_data & rs2_data;
    wire [31:0] or_out;
    assign or_out = rs1_data | rs2_data;
    wire [31:0] xor_out;
    assign xor_out = rs1_data ^ rs2_data;
    wire [31:0] sll_out;
    assign sll_out = rs1_data << rs2_data;
    wire [31:0] srl_out;
    assign srl_out = rs1_data >> rs2_data;
    wire [31:0] sra_out;
    assign sra_out = rs1_data >>> rs2_data;
    wire [31:0] slt_out;
    assign slt_out = ($signed(rs1_data) < $signed(rs2_data)) ? 32'b1 : 32'b0;
    wire [31:0] sltu_out;
    assign sltu_out = (rs1_data < rs2_data) ? 32'b1 : 32'b0;
    assign br_flag = (alu_fn == 5'd11)&&(rs1_data == rs2_data) ? 1'b1 :
                       (alu_fn == 5'd12)&&(rs1_data != rs2_data) ? 1'b1 :
                       (alu_fn == 5'd13)&&($signed(rs1_data) < $signed(rs2_data)) ? 1'b1 :
                       (alu_fn == 5'd14)&&($signed(rs1_data) >= $signed(rs2_data)) ? 1'b1 :
                       (alu_fn == 5'd15)&&(rs1_data < rs2_data) ? 1'b1 :
                       (alu_fn == 5'd16)&&(rs1_data >= rs2_data) ? 1'b1 : 1'b0;
    assign jump_flag = (wb_sel == 2'd3);
    assign out = (alu_fn == 5'd0) ? 32'bx :
                 (alu_fn == 5'd1) ? add_out :
                 (alu_fn == 5'd2) ? sub_out :
                 (alu_fn == 5'd3) ? and_out :
                 (alu_fn == 5'd4) ? or_out :
                 (alu_fn == 5'd5) ? xor_out :
                 (alu_fn == 5'd6) ? sll_out :
                 (alu_fn == 5'd7) ? srl_out :
                 (alu_fn == 5'd8) ? sra_out :
                 (alu_fn == 5'd9) ? slt_out :
                 (alu_fn == 5'd10) ? sltu_out :
                 32'bx;
endmodule
==> run.sh <==
#!/bin/bash
# OpenROAD 26Q1-2900-gdf79404cd8, Yosys 0.63+post, stock flow scripts
make -C /OpenROAD-flow-scripts/flow DESIGN_CONFIG=/design/flow/config.mk WORK_HOME=/design/flow/orfs finish
==> config.mk <==
export PLATFORM = sky130hd
export DESIGN_NAME = ALU
export DESIGN_NICKNAME = ALU
export VERILOG_FILES = /design/flow/design.v
export SDC_FILE = /design/flow/constraint.sdc
export NUM_CORES = 4
export LEC_CHECK = 1
export CORE_UTILIZATION = 50
==> constraint.sdc <==
current_design ALU

set clk_period 10.9
set clk_io_pct 0.2

create_clock -name clk0 -period $clk_period

set non_clock_inputs [all_inputs -no_clocks]
set_input_delay [expr $clk_period * $clk_io_pct] -clock clk0 $non_clock_inputs
set_output_delay [expr $clk_period * $clk_io_pct] -clock clk0 [all_outputs]
==> results.txt <==
Implementation summary

Total power normalized to cell area comes to 43.98 nW/um^2. The post-cts resize count is 0. In the post-route report, total wirelength is listed as 39,840 um.

The average via count per standard cell is 7.100. The post-synthesis average cell area is 6.458 um^2. The number of warnings printed during yosys synthesis is 0. The detailed router finished its first iteration with 1,464 violations. For this sky-water flow run, the detailed-routed wirelength per cell is reported as 25.06 um.

The flow ran to the end, and the final reports show no timing, DRC or antenna violations. The clock period could shrink to 8.919 ns. For the worst setup path, the data required time is 8.72 ns.

Setup repair after global routing left no endpoint under its margin. For this run, the total global-route usage over all layers was measured as 0.4462. The hold-critical path endpoint is jump_flag.

The number of buffers added to fix hold violations after cts is 0. The die is 133.9 um wide. At the pin with the least slew margin, the transition time is 0.9367 ns.

The capturing element type of the critical path is an output port. The leakage power in the latest report is 3.971 nW. The tally of clock buffers in the finished layout is 0. After routing, the total negative slack on setup checks comes to 0 ns. The number of sequential cells reported for the layout is 0.

The met2 wire length is 17,240 um. Synthesis instantiated 81 different standard cells from the library. The end-of-flow timing check tallies setup violations at 0. The launch instance of the worst min-delay path is wb_sel[0]. The pin count of the biggest net entering global routing is 76.

The register area is 0 um^2. The floorplan report gives the top-level pin count as 106. The layout overhead on the synthesized area is 12.58%. The post-CTS repair timing setup buffer count is 0. Once layout is done, the placed cells without fillers occupy 9794 um^2. Post-synthesis, Yosys gives the total cell area as 8700 um^2.

The sum of routed wire segments on met1 is 15,940 um. Dividing the final minimum period by the clock period gives 0.8182. The critical path in this run is classified as input port to output port. The count of port buffers added during placement is 106. Summed over all nets, wire length on met3 after detailed routing comes to 4287 um. Across all layers, the routed design uses 11,289 vias. The die area is 17,930 um^2.

The share of the Yosys chip area taken by registers is 0. The number of antenna diodes in the final layout is 0. The gate count of the mapped netlist is 1,347. The post-synth design cell area is 8700 um^2. The cell area after placement is 9794 um^2. The worst setup path is launched from an input port. The floorplan step defined a core boundary enclosing 16,760 um^2. For this configuration, the core starts out at a cell density of 0.5191. The number of violations of the max-capacitance limit is 0. The detailed-placement wirelength estimate is 30,470 um. Per the slew report, the remaining headroom to the max-slew limit stands at 0.3707. After detailed routing, the number of remaining DRC violations is 0. The highest achievable clock rate is 0.1121 GHz. Per the timing report, the biggest fanout along the worst path comes to 59.

The worst ir drop on vdd is 0.00006418 V. The uppermost signal routing layer after detailed routing is met4. Counting endpoints that fail hold in the final report gives 0. Per the final layout report, the fraction of cells sized above drive strength 1 comes to 0.05839. For this run, the detailed router's first-pass iteration total came to 7. The final timing report lists a max-slew violation count of 0. Warnings raised by the tools during the run amount to 97.

The via count of the first global-routing pass is 9,914. At the end of routability-driven placement, the weighted congestion stood at 1.091. The data arrival time reported for the critical path is 6.74 ns.

The number of cells on the worst hold path is 4. The number of standard cells reported by yosys is 1,347. The total overflow reported by the global router is 0. The first global-routing pass estimated 60,200 um of wire.

The initial antenna violation count is 1. The number of placement rows is 47. STA reports the tightest min-delay check as being of type input port to output port. OpenSTA lists the critical path startpoint as rs2_data[3]. The residual antenna-violating net count after detailed routing is 0. The height of the chip is 133.9 um.
[cell families (layout without fill, tap and decap cells)]
family / Yosys count / after routing / share of synthesized area
adder cells (fa/ha/maj): 98 / 98 / 0.1427
multiplexers: 88 / 88 / 0.1270
AND-OR/OR-AND: 531 / 531 / 0.4144
XOR/XNOR: 1 / 1 / 0.001007
AND/OR/NAND/NOR: 423 / 423 / 0.2229
buffers and inverters: 206 / 229 / 0.09205
[layout make-up]
class,instances,area (um^2)
fill,1695,6965
inverter,97,364.1
multi-input combinational,1141,7916
tap,220,275.3
timing repair buffer,132,1239
[how the worst max path moves through the flow]
stage | endpoint | slack, ns
final | out[0] | 1.98
after CTS | out[0] | 2.15
after global routing | out[0] | 1.78
[synthesized netlist by cell type, types with 8 or more instances]
library cell / count / area [um^2]
sky130_fd_sc_hd__and3_1: 9 / 56.30
sky130_fd_sc_hd__a211oi_1: 24 / 180.2
sky130_fd_sc_hd__mux4_2: 17 / 382.9
sky130_fd_sc_hd__nand2_1: 101 / 379.1
sky130_fd_sc_hd__o21ai_0: 71 / 355.3
sky130_fd_sc_hd__a221o_1: 12 / 120.1
sky130_fd_sc_hd__o21ai_1: 32 / 160.2
sky130_fd_sc_hd__a31oi_1: 26 / 162.7
sky130_fd_sc_hd__a21oi_1: 132 / 660.6
sky130_fd_sc_hd__ha_1: 96 / 1201
sky130_fd_sc_hd__a221oi_1: 17 / 148.9
sky130_fd_sc_hd__inv_2: 13 / 48.80
sky130_fd_sc_hd__a2111oi_0: 10 / 87.58
sky130_fd_sc_hd__nor3_1: 42 / 210.2
sky130_fd_sc_hd__inv_1: 84 / 315.3
sky130_fd_sc_hd__nor2b_1: 15 / 93.84
sky130_fd_sc_hd__buf_1: 18 / 67.56
sky130_fd_sc_hd__nor2_1: 154 / 578.1
sky130_fd_sc_hd__a311oi_1: 8 / 70.07
sky130_fd_sc_hd__o211ai_1: 22 / 165.2
sky130_fd_sc_hd__o221ai_1: 17 / 148.9
sky130_fd_sc_hd__a21o_1: 13 / 97.59
sky130_fd_sc_hd__nand4_1: 8 / 50.05
sky130_fd_sc_hd__o21bai_1: 19 / 142.6
sky130_fd_sc_hd__nor4_1: 22 / 137.6
sky130_fd_sc_hd__nand2b_1: 19 / 118.9
sky130_fd_sc_hd__a22oi_1: 20 / 150.1
sky130_fd_sc_hd__mux2i_1: 62 / 620.6
sky130_fd_sc_hd__o2111ai_1: 9 / 78.83
sky130_fd_sc_hd__o22ai_1: 16 / 100.1
sky130_fd_sc_hd__nand3_1: 26 / 130.1
sky130_fd_sc_hd__clkbuf_1: 79 / 296.5
sky130_fd_sc_hd__a41oi_1: 8 / 70.07
[layout by cell type (no fill, tap or decap), types with 32 or more instances in the layout]
master	count
sky130_fd_sc_hd__o21ai_1	32
sky130_fd_sc_hd__o21ai_0	71
sky130_fd_sc_hd__mux2i_1	62
sky130_fd_sc_hd__clkdlybuf4s50_1	102
sky130_fd_sc_hd__inv_1	84
sky130_fd_sc_hd__ha_1	96
sky130_fd_sc_hd__nor2_1	154
sky130_fd_sc_hd__a21oi_1	132
sky130_fd_sc_hd__nand2_1	101
sky130_fd_sc_hd__nor3_1	41
[power by group]
group          switching (mW)  leakage, nW  internal, mW
Sequential                  0            0             0
Combinational           0.260         3.97         0.170
Clock                       0            0             0
Total                   0.260         3.97         0.170
[metrics by stage]
step | setup WS [ns] | utilization | std cells | hold slack, ns | power [mW]
finish | 1.981 | 0.5844 | 1590 | 5.227 | 0.4308
global route | 1.781 | 0.5844 | 1590 | 5.258 | 0.4623
CTS | 2.147 | 0.5844 | 1590 | 5.232 | 0.4183
detailed placement | 2.155 | 0.5844 | 1590 | 5.231 | 0.4155
global placement | 2.203 | 0.5844 | 1590 | 5.216 | 0.4152
floorplan | 3.159 | - | 1347 | 4.373 | 0.2627
[per-layer routing]
layer	vias to the layer above	global-route usage
met3	148	0.07137
met1	5197	0.6160
met5	-	0
li1	5150	-
met4	0	0.2109
met2	794	0.6819
[worst max-delay path, stage by stage]
cell and delay, ns:
sky130_fd_sc_hd__buf_2 0.07, sky130_fd_sc_hd__buf_4 0.49, sky130_fd_sc_hd__inv_2 0.04, sky130_fd_sc_hd__buf_4 0.29
sky130_fd_sc_hd__ha_1 0.57, sky130_fd_sc_hd__nor3_1 0.13, sky130_fd_sc_hd__nor2b_1 0.16, sky130_fd_sc_hd__o311a_1 0.35
sky130_fd_sc_hd__o31ai_1 0.60, sky130_fd_sc_hd__a31o_1 0.28, sky130_fd_sc_hd__o2111ai_1 0.12, sky130_fd_sc_hd__a31oi_1 0.47
sky130_fd_sc_hd__or2_0 0.19, sky130_fd_sc_hd__a31oi_1 0.07, sky130_fd_sc_hd__o221ai_1 0.17, sky130_fd_sc_hd__clkdlybuf4s50_1 0.49
Power figures rest on the tool's default switching activity, not on a simulated workload.
