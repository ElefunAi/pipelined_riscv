### flow/constraint.sdc
current_design DECODER

set clk_period 3.7
set clk_io_pct 0.2

create_clock -name clk0 -period $clk_period

set non_clock_inputs [all_inputs -no_clocks]
set_input_delay [expr $clk_period * $clk_io_pct] -clock clk0 $non_clock_inputs
set_output_delay [expr $clk_period * $clk_io_pct] -clock clk0 [all_outputs]
### flow/design.v
module DECODER (
    input wire [31:0] inst,
    output wire [31:0] imm,
    output wire [4:0] rs1_addr, rs2_addr, rd_addr,
    output wire [4:0] exe_fun,
    output wire mem_wen, rf_wen,
    output wire [1:0] rs1, wb_sel,
    output wire [2:0] rs2
);
    wire [6:0] opcode;
    wire [2:0] funct3;
    wire [6:0] funct7;
    wire [4:0] rd;
    reg [2:0] alu_x;
    assign opcode = inst[6:0];
    assign rd = inst[11:7];
    assign funct3 = inst[14:12];
    assign funct7 = inst[31:25];
    assign rs1_addr = inst[19:15];
    assign rs2_addr = inst[24:20];
    assign rd_addr = inst[11:7];
    assign imm = (opcode == 7'b0110111 || opcode == 7'b0010111) ? {inst[31:12], 12'd0} :  
                 (opcode == 7'b1101111) ? {{11{inst[31]}},inst[31],inst[19:12],inst[20],inst[30:21],1'd0} :  
                 (opcode == 7'b1100111 || opcode == 7'b0000011 || opcode == 7'b0010011) ? {{20{inst[31]}},inst[31],inst[30:25],inst[24:21],inst[20]} :  
                 (opcode == 7'b1100011) ? {{19{inst[31]}},inst[31],inst[7],inst[30:25],inst[11:8],1'd0} :  
                 (opcode == 7'b0100011) ? {{20{inst[31]}},inst[31],inst[30:25],inst[11:8],inst[7]} : 32'd0; 
    function [13:0] ports;
        input [6:0] opcode;
        input [2:0] funct3;
        input [6:0] funct7;
        case (opcode)
            7'b0110111 : begin
                ports = {5'd1, 2'd0, 3'd2, 1'd0, 1'd1, 2'd1};
            end
            7'b0010111 : begin
                ports = {5'd1, 2'd2, 3'd2, 1'd0, 1'd1, 2'd1};
            end
            7'b1101111 : begin
                ports = {5'd1, 2'd2, 3'd2, 1'd0, 1'd1, 2'd3};   
            end
            7'b1100111 : begin
                ports = {5'd17, 2'd1, 3'd2, 1'd0, 1'd1, 2'd3};                 
            end
            7'b1100011 : begin
                case (funct3)
                    3'b000 : begin   
                        ports = {5'd11, 2'd1, 3'd1, 1'd0, 1'd0, 2'd0};
                    end
                    3'b001 : begin   
                        ports = {5'd12, 2'd1, 3'd1, 1'd0, 1'd0, 2'd0};
                    end
                    3'b100 : begin   
                        ports = {5'd13, 2'd1, 3'd1, 1'd0, 1'd0, 2'd0};                       
                    end
                    3'b101 : begin   
                        ports = {5'd14, 2'd1, 3'd1, 1'd0, 1'd0, 2'd0};                      
                    end
                    3'b110 : begin   
                        ports = {5'd15, 2'd1, 3'd1, 1'd0, 1'd0, 2'd0};                       
                    end
                    3'b111 : begin   
                        ports = {5'd16, 2'd1, 3'd1, 1'd0, 1'd0, 2'd0};
                    end
                    default: begin  
                        ports = {5'd0, 2'd0, 3'd0, 1'd0, 1'd0, 2'd0};
                    end
                endcase
            end
            7'b0000011 : begin
                ports = {5'd1, 2'd1, 3'd1, 1'd0, 1'd1, 2'd2};            
            end
            7'b0100011 : begin
                ports = {5'd1, 2'd1, 3'd2, 1'd1, 1'd0, 2'd0};                    
            end
            7'b0010011 : begin
                case (funct3)
                    3'b000 : begin   
                        ports = {5'd1, 2'd1, 3'd2, 1'd0, 1'd1, 2'd1};                                       
                    end
                    3'b001 : begin   
                        ports = {5'd6, 2'd1, 3'd2, 1'd0, 1'd1, 2'd1};                        
                    end
                    3'b010 : begin   
                        ports = {5'd9, 2'd1, 3'd2, 1'd0, 1'd1, 2'd1};                 
                    end
                    3'b011 : begin   
                        ports = {5'd10, 2'd1, 3'd2, 1'd0, 1'd1, 2'd1};
                    end
                    3'b100 : begin   
                        ports = {5'd5, 2'd1, 3'd2, 1'd0, 1'd1, 2'd1};                      
                    end
                    3'b101 : begin
                        case (funct7)
                            7'b0000000 : begin   
                                ports = {5'd7, 2'd1, 3'd2, 1'd0, 1'd1, 2'd1};                            
                            end
                            7'b0100000 : begin   
                                ports = {5'd8, 2'd1, 3'd2, 1'd0, 1'd1, 2'd1};
                            end
                            default: begin  
                                ports = {5'd0, 2'd0, 3'd0, 1'd0, 1'd0, 2'd0};
                            end
                        endcase
                    end
                    3'b110 : begin   
                        ports = {5'd4, 2'd1, 3'd2, 1'd0, 1'd1, 2'd1};                       
                    end
                    3'b111 : begin   
                        ports = {5'd3, 2'd1, 3'd2, 1'd0, 1'd1, 2'd1};                       
                    end
                    default: begin  
                        ports = {5'd0, 2'd0, 3'd0, 1'd0, 1'd0, 2'd0};
                    end
                endcase
            end
            7'b0110011 : begin
                case (funct3)
                    3'b000 : begin
                        case (funct7)
                            7'b0000000 :  begin   
                                ports = {5'd1, 2'd1, 3'd1, 1'd0, 1'd1, 2'd1};
                            end
                            7'b0100000 :  begin   
                                ports = {5'd2, 2'd1, 3'd1, 1'd0, 1'd1, 2'd1};
                            end
                            default: begin  
                                ports = {5'd0, 2'd0, 3'd0, 1'd0, 1'd0, 2'd0};
                            end
                        endcase
                    end
                    3'b001 : begin   
                        ports = {5'd6, 2'd1, 3'd1, 1'd0, 1'd1, 2'd1};                      
                    end
                    3'b010 : begin   
                        ports = {5'd9, 2'd1, 3'd1, 1'd0, 1'd1, 2'd1};                                           
                    end
                    3'b011 : begin   
                        ports = {5'd10, 2'd1, 3'd1, 1'd0, 1'd1, 2'd1};                      
                    end
                    3'b100 : begin   
                        ports = {5'd5, 2'd1, 3'd1, 1'd0, 1'd1, 2'd1};                                             
                    end
                    3'b101 : begin
                        case (funct7)
                            7'b0000000 :  begin   
                                ports = {5'd7, 2'd1, 3'd1, 1'd0, 1'd1, 2'd1};
                            end
                            7'b0100000 :  begin   
                                ports = {5'd8, 2'd1, 3'd1, 1'd0, 1'd1, 2'd1};
                            end
                            default: begin  
                                ports = {5'd0, 2'd0, 3'd0, 1'd0, 1'd0, 2'd0};
                            end
                        endcase
                    end
                    3'b110 : begin   
                        ports = {5'd4, 2'd1, 3'd1, 1'd0, 1'd1, 2'd1};                      
                    end
                    3'b111 : begin   
                        ports = {5'd3, 2'd1, 3'd1, 1'd0, 1'd1, 2'd1};                   
                    end
                    default: begin  
                        ports = {5'd0, 2'd0, 3'd0, 1'd0, 1'd0, 2'd0};
                    end
                endcase
            end
            default: begin  
                ports = {5'd0, 2'd0, 3'd0, 1'd0, 1'd0, 2'd0};
            end
        endcase       
    endfunction
    wire [13:0] probe;
    assign probe = ports(opcode, funct3, funct7);
    assign {exe_fun, rs1, rs2, mem_wen, rf_wen, wb_sel} = ports(opcode, funct3, funct7);
endmodule
### flow/config.mk
export PLATFORM = sky130hd
export DESIGN_NAME = DECODER
export DESIGN_NICKNAME = DECODER
export VERILOG_FILES = /design/flow/design.v
export SDC_FILE = /design/flow/constraint.sdc
export NUM_CORES = 4
export LEC_CHECK = 1
export CORE_AREA = 10 10 81 81
export DIE_AREA = 0 0 91 91
### flow/run.sh
#!/bin/bash
# OpenROAD 26Q1-2900-gdf79404cd8, Yosys 0.63+post, stock flow scripts
make -C /OpenROAD-flow-scripts/flow DESIGN_CONFIG=/design/flow/config.mk WORK_HOME=/design/flow/orfs finish
==> reports/summary.rpt <==
PWR
---------------------------------------------------------------------------------
Total power divided by cell area                                      69.9 nW/um2
Leakage power                                                         0.000819 uW
Design Power                                                               142 uW
Max rail drop VDD                                                         34.9 uV

WORST SETUP PATH
---------------------------------------------------------------------------------
Highest fanout seen on the critical path                                       10
Slowest cell on crit path                                            clkdlybuf4s50_1
Crit-path max cell delay                                                  0.65 ns
Cell with the most instances on the worst path                       clkdlybuf4s50_1
Crit path required time                                                   2.96 ns
Bufs and invs on worst path                                                     3
Worst path cell trace                                                clkdlybuf4s50_1 > and3b_1 > nand2b_1 > o21ai_2 > buf_12 > a21o_1 > clkdlybuf4s50_1
CP delay by family, top                                              buffers and inverters
Critical path capture point type                                      output port
Data arrival time of the worst path                                       2.85 ns
Worst path depth                                                                7
Worst setup SP type                                                    input port
Type of the worst setup path                                            in -> out

FLOORPLAN
---------------------------------------------------------------------------------
Overall die height                                                          91 um
Die Width                                                                   91 um
Core footprint                                                           4820 um2
Row Count                                                                      25
Die Footprint                                                            8280 um2
Number of top-level pins                                                       93
FP Core Util                                                                20.7%

STA
---------------------------------------------------------------------------------
Setup violation total in the final timing report                                0
Sum of negative setup slack                                                  0 ns
Share of the clock period used by the worst path after layout               97.1%
Unrepaired setup endpoints after global routing                                no
Time the final worst path needs with I/O delays and setup                 3.59 ns
Number of max-slew violations in the final report                               0
Achievable Freq                                                           278 MHz
Count of final hold-check violations                                            0

DETAILED ROUTING
---------------------------------------------------------------------------------
Routed len/inst                                                           15.8 um
Sum of routed wire length over all layers                                 4790 um
Number of optimization iterations in the first detailed-route pass              4
Diode insertion count for antenna repair                                        0
Starting DRT DRC Count                                                         69
Total DRC errors in the routed layout                                           0
Per-cell via count in the routed design                                      4.75
Vias after detailed routing                                                  1440
Antenna Violating Nets Remaining                                                0

CELLS AND AREA
---------------------------------------------------------------------------------
Final standard cell area without fillers                                 2030 um2
Area delta synth->final                                                      104%
End-of-flow core utilization                                                42.2%
Combined flip-flop and latch cell area                                      0 um2
Final sequential cell count                                                     0
Ratio of cells with drive above 1 in the final layout                       13.6%
Fill cells                                                                    521
Area of combinational cells with multiple inputs                          821 um2
Highest-count cells in the layout ignoring fill and taps             clkdlybuf4s50_1, buf_4, o21a_1
Final-layout clock buffer total                                                 0
Final Instance Count excl. Fillers                                            303
Highest-count logic cell in the final layout                         clkdlybuf4s50_1

GRT
---------------------------------------------------------------------------------
Antenna violations before repair                                                0
Via count of the first global-routing pass                                   1510
Global-route wire length before repair                                    7820 um
Maximum number of pins on one net before global-route repair                   13
Total grt overflow                                                              0
Total Routing Usage GR                                                      11.0%

LOGIC SYNTHESIS
---------------------------------------------------------------------------------
Cell variety after synth                                                       45
Fraction of post-synthesis cell area in the top cell type by area           12.8%
Cell type with the highest aggregate area in the netlist                    buf_4
Post-synthesis instance total                                                 148
Share of cell area taken by muxes after synthesis                           1.13%
Xor/xnor cell area share of the yosys netlist                              0.879%
Portion of the post-synthesis area used by sequential elements                 0%
Count of instantiated cells in the yosys netlist                              148
Yosys warning tally                                                             1
Largest family of logic cells by area                                AND-OR/OR-AND gates
Synthesized cell area                                                     996 um2
Synthesized chip area reported by yosys                                   996 um2
Aoi share                                                                   44.5%
Simple-Gate Fraction of Synth Area                                          34.7%
Biggest area cells                                                   buf_4, o21a_1, a21o_1, a21oi_1, a22o_1
Adder Area Share                                                               0%
Syn_area_per_cell                                                        6.73 um2

PLACE
---------------------------------------------------------------------------------
Total placed cells including tap cells                                        303
Placer congestion estimate                                                  0.901
Number of port buffers                                                         92
Total cell area at the placement stage                                   2020 um2
Detailed-placement wirelength estimate                                    4120 um

WORST HOLD PATH
---------------------------------------------------------------------------------
Cell depth of the worst hold path                                               2
Kind of path behind the tightest hold check                             in -> out

FLOW RUN
---------------------------------------------------------------------------------
Stage-log warning count                                                        32
Maximum Capacitance Violations                                                  0

CLOCK TREE
---------------------------------------------------------------------------------
Post-cts hold-fix buffer tally                                                  0

OUTCOME
---------------------------------------------------------------------------------
Run status                                                              completed

-- final timing paths --
kind | from | endpoint
worst max-delay path | inst[6] | imm[15]
worst min-delay path | inst[9] | rd_addr[2]
-- per-stage QoR --
stage	hold WS, ns	setup slack [ns]
after floorplan	1.54	1.16
after global placement	2.31	0.113
after detailed placement	2.31	0.131
after CTS	2.31	0.117
after global routing	2.34	0.00105
final	2.30	0.108
-- cell usage after synthesis, types with 5 or more instances --
master	count
a21oi_1	9
a211oi_1	5
a21o_1	9
buf_2	6
buf_4	17
nand2b_1	5
o21a_1	12
or3_1	6
a22o_1	5
and2_1	7
nor3_1	7
nor2_1	5
nand2_1	8
-- cell families (layout without fill, tap and decap cells) --
logic type,count (synthesis),in the layout
other,1,1
XOR/XNOR,1,1
multiplexers,1,1
AND-OR/OR-AND,59,59
AND/OR/NAND/NOR,56,56
buffers and inverters,30,118
-- per-layer routing --
metal	share of wire [%]	GRT usage [%]
met4	0	0
met2	43	17.8
met3	10	3.73
met1	46	14.8
met5	0	0
-- power by group --
part / switching, uW / internal, uW
Sequential: 0 / 0
Combinational: 53.0 / 88.9
Clock: 0 / 0
Total: 53.0 / 88.9
-- layout make-up --
class                           count  area share (%)
Inverter                            4           0.739
Tap cell                           67            4.13
Multi-Input combinational cell    118            40.4
Timing Repair Buffer              114            54.7
-- what timing repair did --
item / CTS / global route
gates resized: 0 / 2
buffers inserted: 0 / 0
setup endpoints to repair: 0 / 13
No activity file was given, so power comes from the tool's default toggle rates.
