==> flow/config.mk <==
export PLATFORM = sky130hd
export DESIGN_NAME = REG_FILE
export DESIGN_NICKNAME = REG_FILE
export VERILOG_FILES = /design/flow/design.v
export SDC_FILE = /design/flow/constraint.sdc
export NUM_CORES = 4
export LEC_CHECK = 1
export CORE_UTILIZATION = 40
==> flow/constraint.sdc <==
current_design REG_FILE

set clk_period 6.1
set clk_io_pct 0.2

create_clock -name clk0 -period $clk_period [get_ports {clk}]

set non_clock_inputs [all_inputs -no_clocks]
set_input_delay [expr $clk_period * $clk_io_pct] -clock clk0 $non_clock_inputs
set_output_delay [expr $clk_period * $clk_io_pct] -clock clk0 [all_outputs]
==> flow/design.v <==
module REG_FILE (
    input wire clk,
    input wire reset,
    input wire write_en,
    input wire [4:0] write_addr,
    input wire [31:0] write_value,
    input wire [4:0] rs1_addr, rs2_addr,
    output wire [31:0] rs1_data, rs2_data
);
    reg [31:0] reg_file [0:31];
    always @(posedge clk) begin
        if (reset) begin
            reg_file[0] <= 32'b0;
        end
        else if (write_en) begin
            reg_file[write_addr] <= write_value;
        end
    end
    assign rs1_data = (rs1_addr == 5'b0) ? 32'b0 : reg_file[rs1_addr];
    assign rs2_data = (rs2_addr == 5'b0) ? 32'b0 : reg_file[rs2_addr];
endmodule
==> flow/run.sh <==
#!/bin/bash
# OpenROAD 26Q1-2900-gdf79404cd8, Yosys 0.63+post, stock flow scripts
make -C /OpenROAD-flow-scripts/flow DESIGN_CONFIG=/design/flow/config.mk WORK_HOME=/design/flow/orfs finish
==> results.toml <==
# flow metrics
[final_layout]
largest_register_ffs = 1024
top_regs = "reg_file x1024"
mostFrequentLayoutCell = "edfxtp_1"
fillCellCount = 9312
final_cell_mix = "edfxtp_1, mux4_2, mux2i_1, buf_4"
regMostFlops = "reg_file"
area_delta_synth_final_pct = 15.3
drive_above_1_share = 0.314

[pwr]
pwr-share-clk = 0.397
swShare = 0.228
p_int_uw = 11700
p_comb_frac = 0.085
power_density_nw_per_um2 = 277
fin_total_pwr_uw = 15100
pwr-share-seq = 0.517
leakagePower_uw = 0.0156
switching_power_uw = 3450
peakVddDrop_v = 0.000233

[route]
wl_um = 148000
drc = 0
wl_per_cell_um = 35.1
drt_first_iter_violations = 1626
vias = 27000
drtAntennaViolNets = 0
n_antenna_cell = 0
firstDrtPassIters = 5
vias_per_cell = 6.38

[placement]
gp_congestion = 0.898
io_buffer_count = 113
dpl.hpwl_um = 89300

[worst_setup_path]
path_delay_family = "buffers and inverters"
critPathMaxStageDelay_ns = 0.76
path_cells = "clkdlybuf4s50_1, buf_4, or3b_2, buf_4, o22ai_1, a2111oi_2, nor3_1, clkdlybuf4s50_1"
cp.depth = 8
start_kind = "primary input"
critical_path.endpoint = "rs2_data[19]"
critPathMaxFanout = 29
cp_slowest_cell = "nor3_1"
critPathArrivalTime_ns = 4.74
crit_path_start = "rs2_addr[3]"
endpoint_kind = "output port"
critical_path_class = "in -> out"
cp.buffers_inverters = 4
critPathRequiredTime_ns = 4.88

[floorplanning]
die_area_sq_um = 120000
core-area_sq_um = 117000
pin_count = 114
std_cell_rows = 125
fp.dieW_um = 346
fp.dieH_um = 346
fp_util = 0.406

[final_timing]
maxSlewViolCount = 0
finalHoldViolations = 0
post-route-period-util = 0.976
worstMarginPinSlew_ns = 0.993
setup_tns_ns = 0
finalSetupViolations = 0
fin_hold_ws_ns = 1.46
timing.fmax_mhz = 168
maxSlewHeadroom = 0.321
period_needed_ns = 5.96
rsz0062_at_grt = "false"

[grt]
grtUsageTotal = 0.274
grt-ovfl-total = 0
grt_pass1_vias = 31000
antenna_found_initial = 1
grt_max_degree = 74
grt_pass1_wl_um = 212000

[yosys]
synth_chip_area_sq_um = 47400
ys_cells = 2439
ys_ff = 1024
yosysWarningCount = 1
avgSynthCellArea_sq_um = 19.4
synth_cells = 2439
netlist_area_sq_um = 47400
synth_cell_types = 43
seq_area_frac_synth = 0.649

[clock_tree]
cts.reportedPaths.clkPinSlew_ns = 0.06
cts_hold_buf = 0
cts_tree = "done"
cts-buffers-inserted = 104
cts_buffer_depth = 3
cts_setup_buffers = 0
cts_sinks = 1024
htree_levels = 3
cts-root-buf = "clkbuf_16"
cts_resized = 0

[min_path]
min-delay-start = "write_addr[1]"
hold_path.class = "in -> reg"

[job]
max-cap-violations = 0
warning_count = 26

[run_status]
outcome = "finished, final reports clean"
routing by layer:
| metal | GRT usage | vias up | wire length, um |
|---|---|---|---|
| met5 | 0.0472 | - | 685 |
| met2 | 0.371 | 2372 | 64600 |
| met3 | 0.268 | 304 | 33200 |
| met4 | 0.0763 | 22 | 5200 |
| met1 | 0.300 | 13300 | 44600 |
| li1 | - | 10900 | - |
worst min-delay path by stage:
stage,to,slack (ns),cells after the start
6_report,reg_file[5][7],1.46,2
5_1_grt,reg_file[5][7],1.49,2
4_1_cts,reg_file[5][7],1.42,2
cell usage after synthesis, drive strengths merged:
master | count | share of area
a22o | 62 | 0.011
o31a | 1 | 0.00018
and4 | 1 | 0.00018
and3 | 1 | 0.00013
clkbuf | 95 | 0.0075
nor2b | 10 | 0.0013
o22a | 1 | 0.00018
mux2i | 183 | 0.039
edfxtp | 1024 | 0.65
nand4 | 1 | 0.00013
buf | 110 | 0.015
and2 | 45 | 0.0059
nand2 | 64 | 0.0051
a221oi | 23 | 0.0043
nand4b | 2 | 0.00037
o221ai | 31 | 0.0057
o211ai | 1 | 0.00016
or3b | 2 | 0.00037
inv | 25 | 0.0020
nor2 | 35 | 0.0028
a21oi | 47 | 0.0050
a221o | 1 | 0.00021
nand3b | 6 | 0.00095
nor4 | 9 | 0.0012
or3 | 1 | 0.00013
mux4 | 425 | 0.20
a211o | 23 | 0.0043
a32o | 9 | 0.0019
a2111oi | 31 | 0.0090
nor4b | 1 | 0.00032
o22ai | 55 | 0.0073
a211oi | 47 | 0.0074
nand2b | 3 | 0.00040
a21boi | 1 | 0.00016
nand3 | 5 | 0.00053
nor3 | 33 | 0.0035
nor3b | 1 | 0.00016
mux2 | 24 | 0.0057
metrics by stage:
stage                      util  cell area, sq um  worst slack, ns  std cells
after floorplan               -             47400             1.41       2439
after global placement    0.441             51500           0.0507       4047
after detailed placement  0.441             51500            0.110       4047
after CTS                 0.468             54600            0.110       4228
after global routing      0.468             54600            0.121       4228
final                     0.468             54600            0.145       4228
cell families after synthesis:
kind of cell | Yosys count | synth area share
AND/OR/NAND/NOR | 220 | 0.0234
flip-flops | 1024 | 0.649
multiplexers | 632 | 0.246
AND-OR/OR-AND | 333 | 0.0572
buffers and inverters | 230 | 0.0240
area by class of cell:
| class | instances | area, sq um | share of cell area |
|---|---|---|---|
| Clock buffer | 124 | 2720 | 0.0498 |
| Clock inverter | 57 | 433 | 0.00793 |
| Inverter | 25 | 98.8 | 0.00181 |
| Multi-Input combinational cell | 1185 | 15800 | 0.289 |
| Sequential cell | 1024 | 30700 | 0.563 |
| Tap cell | 1524 | 1910 | 0.0349 |
| Timing Repair Buffer | 289 | 2920 | 0.0534 |
power by group through the flow:
stage	clock network [uW]	registers [uW]	logic [uW]
4_1_cts	6080	7820	1290
6_report	6010	7820	1290
5_1_grt	6320	7820	1370
No activity file was given, so power comes from the tool's default toggle rates.
